`flow/config.mk`:
```
export PLATFORM = sky130hd
export DESIGN_NAME = jt89_gg_mixer
export DESIGN_NICKNAME = jt89_gg_mixer
export VERILOG_FILES = /design/flow/design.v
export SDC_FILE = /design/flow/constraint.sdc
export NUM_CORES = 4
export LEC_CHECK = 1
export CORE_AREA = 10 10 70 70
export DIE_AREA = 0 0 80 80
```
`flow/constraint.sdc`:
```
current_design jt89_gg_mixer

set clk_period 1.0
set clk_io_pct 0.2

create_clock -name clk0 -period $clk_period [get_ports {clk}]

set non_clock_inputs [all_inputs -no_clocks]
set_input_delay [expr $clk_period * $clk_io_pct] -clock clk0 $non_clock_inputs
set_output_delay [expr $clk_period * $clk_io_pct] -clock clk0 [all_outputs]
```
`flow/design.v`:
```
module jt89_gg_mixer #(parameter bw=9, interpol16=0)(
    input            rst,
    input            clk,
    input            clk_en,
    input            cen_16,
    input            cen_4,
    input            pan,
    input     [bw-1:0] ch0_l, ch0_r,
    input     [bw-1:0] ch1_l, ch1_r,
    input     [bw-1:0] ch2_l, ch2_r,
    input     [bw-1:0] noise_l, noise_r,
    output signed [bw+1:0] sound_l, sound_r
);
reg signed [bw+1:0] fresh_l, fresh_r;
always @(posedge clk) begin
    fresh_l <= 
        (pan[4] ? { {2{ch0_l[bw-1]}}, ch0_l   } : 0)+
        (pan[5] ? { {2{ch1_l[bw-1]}}, ch1_l   } : 0)+
        (pan[6] ? { {2{ch2_l[bw-1]}}, ch2_l   } : 0)+
        (pan[7] ? { {2{noise_l[bw-1]}}, noise_l } : 0);
    fresh_r <= 
        (pan[0] ? { {2{ch0_r[bw-1]}}, ch0_r   } : 0)+
        (pan[1] ? { {2{ch1_r[bw-1]}}, ch1_r   } : 0)+
        (pan[2] ? { {2{ch2_r[bw-1]}}, ch2_r   } : 0)+
        (pan[3] ? { {2{noise_r[bw-1]}}, noise_r } : 0);
    end
generate
    if( interpol16==1 ) begin
        wire signed [bw+1:0] snd4_l, snd4_r;
        localparam calcw=bw+8;
        jt12_interpol #(.calcw(calcw),.inw(bw+2),.rate(4),.m(4),.n(2)) u_uprate1l (
            .rst    ( rst     ),
            .clk    ( clk     ),
            .cen_in ( cen_16  ),
            .cen_out( cen_4   ),
            .snd_in ( fresh_l ),
            .snd_out( snd4_l  )
        );
        jt12_interpol #(.calcw(calcw),.inw(bw+2),.rate(4),.m(4),.n(2)) u_uprate2l (
            .rst    ( rst     ),
            .clk    ( clk     ),
            .cen_in ( cen_4   ),
            .cen_out( clk_en  ),
            .snd_in ( snd4_l  ),
            .snd_out( sound_l )
        );
        jt12_interpol #(.calcw(calcw),.inw(bw+2),.rate(4),.m(4),.n(2)) u_uprate1r (
            .rst    ( rst     ),
            .clk    ( clk     ),
            .cen_in ( cen_16  ),
            .cen_out( cen_4   ),
            .snd_in ( fresh_r ),
            .snd_out( snd4_r  )
        );
        jt12_interpol #(.calcw(calcw),.inw(bw+2),.rate(4),.m(4),.n(2)) u_uprate2r (
            .rst    ( rst     ),
            .clk    ( clk     ),
            .cen_in ( cen_4   ),
            .cen_out( clk_en  ),
            .snd_in ( snd4_r  ),
            .snd_out( sound_r )
        );
    end else begin
        assign sound_l = fresh_l;
        assign sound_r = fresh_r;
    end
endgenerate
endmodule
```
`flow/run.sh`:
```
#!/bin/bash
# OpenROAD 26Q1-2900-gdf79404cd8, Yosys 0.63+post, stock flow scripts
make -C /OpenROAD-flow-scripts/flow DESIGN_CONFIG=/design/flow/config.mk WORK_HOME=/design/flow/orfs finish
```
==> summary.txt <==
run results: drt first pass iters=2, multi-input logic area=97.6 µm², Setup CP Type=register to output pin, Mean Syn Cell Area=10.6 µm², layout cells sized above 1=16.4%, cells in synth_stat.txt=32, Regs by FF count=fresh_r: 9 flops, PnR Total Power=0.000733 W, Static Leakage=0.246 nW, die area=6400 µm², Clk pin slew, worst setup/hold paths=60 ps, Cell Pwr Density=1270 nW/µm², Setup Viol. Count Final=0, Port Buf Inserts=21, sequential cell area=184 µm², IO Pins=100, gr ovfl total=0, max reg flops=9, status=complete, no violations, DRT Wirelength=852 µm, Critical Path RT=800 ps, Hold Path Class=input pin to register, Initial DRC Count=7, DP Worst Slack=-38.3 ps, Fin Hold WS=513 ps, tool warning count=93, YS chip area=338 µm², vias per std cell=2.31, post-DP HPWL=786 µm, share of power burned in registers=52.5%, Synth cell types=4, via count=233, VDD IR-drop max=0.271 mV, FP Rows=21, area grow syn2layout=70.7%, MaxCap Viol Count=0, final period utilization=97.5%, H-tree Lvls=1, dpl cells=96, initial antenna violation count=0, RSZ-0062 raised after global routing=true, post-route worst setup slack=25.4 ps, Combinational Power Share=11.9%, final cell count without fillers=101, final setup TNS=0 ps, clock power share=35.6%, Ys Warns=8, Mapped Cells=32, wire length of the first global-routing pass=1.32 mm, WL/cell=8.44 µm, net switching fraction of the power=17.9%, Max clock buf depth=2, Critical Path Start Type=register, cts bufs inserted=3, Die W=80 µm, Overall Global Routing Usage=2.51%, Arr. time, crit path=770 ps, final critical-path required period=975 ps, vias in the first global route=271, post-route ant nets=0, CTS tree=yes, CTS Hold Bufs=0, root buffer cell=clkbuf_4, Seq share, synth=53.3%, DRC violations left=0, Core Footprint=3420 µm², Pins Over Slew Limit=0, largest net degree at the start of global routing=10, Crit Path Max Fanout=2, Internal Power=0.000602 W, initial core utilization=9.89%, ant diodes=0, P_sw=0.000131 W, Routability Congestion=0.684, Hold Fails Final Rpt=0, Mapped Area=338 µm², Fill cells=391, clk sink count=9, height of the chip=80 µm, crit path capture type=output pin, Post-synth regs=9, Max Clk Rate=1030 MHz, Top reg by flops=fresh_r
==> repair_timing <==
action                                  CTS  global route
endpoints found under the setup margin   11            10
setup buffers                             1             0
resized                                  18            10
==> layer usage <==
metal	global-route usage, %	part of all wire [%]
met5	0	0
met4	0.880	1.8
met2	4.49	57
met1	2.42	30
met3	1.25	11
==> cells in the mapped netlist <==
master	instances	share of area (%)
and2_1	9	17
buf_4	13	29
conb_1	1	1.1
dfxtp_1	9	53
==> critical path, cell delays in order (launching register included) <==
cell and delay (ps):
dfxtp_2 320, buf_6 100, buf_2 100
==> stage by stage <==
step                cell area (µm²)  utilization (%)
global placement                546             16.0
CTS                             564             16.5
finish                          577             16.9
floorplan                       375                -
detailed placement              546             16.0
global route                    577             16.9
==> kinds of logic after synthesis <==
kind of cell	synth area share (%)
DFF	53.3
and+or+nand+nor	16.7
other	1.11
buffers and inverters	28.9
==> final timing paths <==
kind	startpoint	end	slack, ps	cells after the start
hold / removal	ch0_r[7]	fresh_r[7]	510	2
setup / recovery	fresh_r[8]	sound_r[8]	30	2
==> layout make-up <==
type | instances | area share [%]
Timing Repair Buffer | 22 | 36.7
Sequential cell | 9 | 31.9
Multi-Input combinational cell | 20 | 16.9
Tap cell | 46 | 9.98
Clock buffer | 4 | 4.56
==> cells in the final DEF (no fill, tap or decap) <==
| cell | instances |
|---|---|
| clkdlybuf4s50_1 | 10 |
| clkbuf_4 | 3 |
| and2_1 | 9 |
| dfxtp_1 | 6 |
| conb_1 | 11 |
| buf_2 | 2 |
| clkdlybuf4s15_1 | 9 |
| buf_6 | 1 |
| dfxtp_2 | 3 |
| clkbuf_1 | 1 |
==> power by group through the flow <==
stage         combinational (W)  sequential, W  clock, W
CTS                   0.0000881       0.000383  0.000278
global route          0.0000978       0.000386  0.000315
finish                0.0000874       0.000385  0.000261
Power is estimated from default activity; no workload was simulated.
