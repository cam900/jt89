**/design/flow/run.sh**
```bash
#!/bin/bash
# OpenROAD 26Q1-2900-gdf79404cd8, Yosys 0.63+post, stock flow scripts
make -C /OpenROAD-flow-scripts/flow DESIGN_CONFIG=/design/flow/config.mk WORK_HOME=/design/flow/orfs finish
```
**/design/flow/config.mk**
```make
export PLATFORM = sky130hd
export DESIGN_NAME = jt12_dac2
export DESIGN_NICKNAME = jt12_dac2
export VERILOG_FILES = /design/flow/design.v
export SDC_FILE = /design/flow/constraint.sdc
export NUM_CORES = 4
export LEC_CHECK = 1
export CORE_UTILIZATION = 40
```
**/design/flow/constraint.sdc**
```tcl
current_design jt12_dac2

set clk_period 6.3
set clk_io_pct 0.2

create_clock -name clk0 -period $clk_period [get_ports {clk}]

set non_clock_inputs [all_inputs -no_clocks]
set_input_delay [expr $clk_period * $clk_io_pct] -clock clk0 $non_clock_inputs
set_output_delay [expr $clk_period * $clk_io_pct] -clock clk0 [all_outputs]
```
**/design/flow/design.v**
```verilog
`timescale 1ns / 1ps
module jt12_dac2 #(parameter width=11)
(
	input	clk,
    input	rst,
    input	signed [width-1:0] din,
    output	reg dout
);
localparam int_w = width+5;
reg [int_w-1:0] y, error, error_1, error_2;
wire [width-1:0] undin = { ~din[width-1], din[width-2:0] };
always @(*) begin
	y = undin + { error_1, 1'b0} - error_2;
	dout = ~y[int_w-1];
	error = y - {dout, {width{1'b0}}};
end
always @(posedge clk)
	if( rst ) begin
		error_1 <= {int_w{1'b0}};
		error_2 <= {int_w{1'b0}};
	end else begin
		error_1 <= error;
		error_2 <= error_1;
	end
endmodule
```
==> results.yml <==
# generated from flow reports
global_routing:
  grt_pass1_wl_um: 5200
  grt_overflow_total: 0
  grt_use_total_pct: 12.7
  grt_pass1_vias: 1270
  antenna_found_initial: 0
  grt_max_degree: 34
route:
  top_layer_used: "met4"
  antennaDiodeCount: 0
  wl_um: 2940
  postRouteAntennaNets: 0
  viasPerCell: 4.47
  detail_route.wl_per_cell_um: 9.73
  drtIter0Drc: 65
  firstDrtPassIters: 4
  vias: 1350
  wl_met2_um: 1170
  wl_met3_um: 111
  wl_met1_um: 1610
  drc: 0
synthesis:
  ys_seq_share_pct: 32.4
  ys_sh_aoi_pct: 15.1
  synthArstFlopShare_pct: 0
  netlist_instances: 216
  top_cell_area_share_pct: 32.4
  fa_ha_area_share_pct: 24.4
  ys_cells: 216
  logic_family: "adder cells"
  ys_chip_area_um2: 1980
  yosysUniqueCellTypes: 35
  synth.largest_area_cell: "dfxtp_1"
  xor_share_pct: 5.32
  ys_sh_mux_pct: 0.759
  synth_flop_count: 32
  simple_gate_share_pct: 12.3
  yosys.cell_count.top_type: "inv_1"
  edf_count: 0
  syn_area_um2: 1980
  ys_warn_count: 1
  ff_type: "dfxtp_1"
  yosys-top-cells-area: "dfxtp_1, ha_1, fa_1"
  avgSynthCellArea_um2: 9.15
  synthTopCellsByCount: "inv_1, dfxtp_1, nor2_1"
cts:
  cts_buffers: 5
  cts_max_path_buffers: 2
  htree_levels: 2
  hold_buffers: 0
  clock-sinks: 32
  cts_root_buf: "clkbuf_8"
  cts.repair.resized: 0
  tritoncts: "done"
  insertion_delay_ps: 280
  postCtsSetupBuffers: 0
  cts.reportedPaths.clkPinSlew_ps: 60
final_layout:
  utilization_pct: 47.9
  area_growth_pct: 15.3
  final_area_um2: 2280
  drive_gt1_share_pct: 6.38
timing:
  slew_headroom_pct: 68.9
  max_freq_mhz: 168
  worst_slew_pin_slew_ps: 464
  hold_ws_ps: 442
  report.final.slew_viol_count: 0
  final-hold-violation-count: 0
  setup_slack_ps: 347
  period_used_pct: 94.5
  setup-tns-final_ps: 0
  setup_viol: 0
  timing.final.crit_period_ps: 5950
  finClkSkew_ps: 3.12
  rsz0062_at_grt: "no"
floorplanning:
  chipWidth_um: 72.3
  num_io_pins: 14
  die_y_um: 72.3
  num_rows: 25
  die-area_um2: 5230
  coreArea_um2: 4750
  fp_util_pct: 41.6
worst_setup_path:
  end_kind: "output port"
  crit_type: "in -> out"
  critPathArrivalTime_ps: 4690
  crit_fanout: 5
  cp.required_ps: 5040
  r2r_slack_ps: 2470
  worst_setup_path_start_kind: "primary input"
place:
  dpl.hpwl_um: 2280
  postPlaceCellArea_um2: 2190
  routabilityCongestion: 0.808
  port-buffer-count: 13
  dpl_worst_slack_ps: 310
flow_run:
  cap_violations: 0
  warning_count: 25
status:
  status: "finished, final reports clean"
min_path:
  min_path_type: "reg -> reg"
final timing paths:
kind	startpoint	endpoint	cells after the start
worst max register to register	error_1[0]	error_1[15]	16
worst min register to register	error_1[15]	error_2[15]	1
worst max-delay path	din[1]	dout	14
worst min-delay path	error_1[15]	error_2[15]	1
state kept, by name, indices dropped and copies added, names as in the netlist:
signal,cells
error_1,16
error_2,16
placed cells by master, fill, tap and decap left out, types with 5 or more instances in the layout:
| master | netlist | layout |
|---|---|---|
| xor2_1 | 5 | 5 |
| a21oi_1 | 10 | 10 |
| o21ai_0 | 5 | 5 |
| xnor2_1 | 7 | 7 |
| inv_1 | 48 | 48 |
| ha_1 | 21 | 21 |
| clkbuf_8 | 0 | 6 |
| dfxtp_1 | 32 | 32 |
| clkdlybuf4s50_1 | 0 | 13 |
| nor2_1 | 25 | 25 |
| fa_1 | 11 | 11 |
| nor2b_1 | 8 | 8 |
area by class of cell:
| cell class | count | area, um2 |
|---|---|---|
| Fill cell | 477 | 2470 |
| Multi-Input combinational cell | 133 | 1140 |
| Sequential cell | 32 | 641 |
| Inverter | 48 | 180 |
| Timing Repair Buffer | 14 | 138 |
| Tap cell | 67 | 83.8 |
| Clock buffer | 6 | 82.6 |
| Clock inverter | 2 | 10.0 |
stage by stage:
stage / std cells
2_1_floorplan: 216
3_3_place_gp: 294
3_5_place_dp: 294
4_1_cts: 302
5_1_grt: 302
6_report: 302
cell families (layout without fill, tap and decap cells):
group / Yosys count / count (layout)
buffers and inverters: 51 / 70
DFF: 32 / 32
AOI/OAI and AO/OA: 39 / 39
xor gates and xnor gates: 12 / 12
muxes: 1 / 1
adders and majority gates: 32 / 32
and+or+nand+nor: 49 / 49
worst max-delay path, cell delays in order:
cell and delay (ps):
clkdlybuf4s50_1 450, inv_1 50, fa_1 530, inv_1 40, ha_1 210, inv_1 70, fa_1 220, nor2b_4 60
o31a_1 270, o32a_4 400, a2111oi_2 320, or3_1 190, and2_1 160, clkdlybuf4s50_1 460
per-layer routing:
layer  GRT usage (%)  vias to the layer above
li1                -                      726
met1            20.4                      598
met2            18.4                       19
met3            2.54                        7
met4            2.40                        0
met5               0                        -
