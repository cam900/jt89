File: /design/flow/run.sh
#!/bin/bash
# OpenROAD 26Q1-2900-gdf79404cd8, Yosys 0.63+post, stock flow scripts
make -C /OpenROAD-flow-scripts/flow DESIGN_CONFIG=/design/flow/config.mk WORK_HOME=/design/flow/orfs finish
File: /design/flow/config.mk
export PLATFORM = sky130hd
export DESIGN_NAME = jt12_interpol
export DESIGN_NICKNAME = jt12_interpol
export VERILOG_FILES = /design/flow/design.v
export SDC_FILE = /design/flow/constraint.sdc
export NUM_CORES = 4
export LEC_CHECK = 1
export CORE_UTILIZATION = 40
File: /design/flow/constraint.sdc
current_design jt12_interpol

set clk_period 7.6
set clk_io_pct 0.2

create_clock -name clk0 -period $clk_period [get_ports {clk}]

set non_clock_inputs [all_inputs -no_clocks]
set_input_delay [expr $clk_period * $clk_io_pct] -clock clk0 $non_clock_inputs
set_output_delay [expr $clk_period * $clk_io_pct] -clock clk0 [all_outputs]
File: /design/flow/design.v
module jt12_comb #(parameter 
    w=16,    
    m=1      
)(
    input               rst,
    input               clk,
(* direct_enable *)    input cen,
    input  signed [w-1:0] snd_in,
    output reg signed [w-1:0] snd_out
);
wire signed [w-1:0] prev;
generate
    genvar k;
    reg signed [w-1:0] mem[0:m-1];
    assign prev=mem[m-1];
    for(k=0;k<m;k=k+1) begin : mem_gen
        always @(posedge clk)
            if(rst) begin
                mem[k] <= {w{1'b0}};
            end else if(cen) begin
                mem[k] <= k==0 ? snd_in : mem[k-1];
            end
    end
endgenerate
always @(posedge clk)
    if(rst) begin
        snd_out <= {w{1'b0}};
    end else if(cen) begin
        snd_out <= snd_in - prev;
    end
endmodule  
module jt12_interpol #(parameter calcw=18, inw=16, 
    n=2,     
    m=1,     
    rate=2   
)(
    input               rst,
    input               clk,
(* direct_enable *)    input               cen_in,
(* direct_enable *)    input               cen_out,
    input  signed [inw-1:0] snd_in,
    output reg signed [inw-1:0] snd_out
);
reg signed  [calcw-1:0] inter6;
wire signed [calcw-1:0] comb_op, integ_op;
localparam wdiff = calcw - inw;
generate
    genvar k;
    wire [calcw-1:0] comb_data[0:n];
    assign comb_data[0] = { {wdiff{snd_in[inw-1]}}, snd_in };
    assign comb_op = comb_data[n];
    for(k=0;k<n;k=k+1) begin : comb_gen
        jt12_comb #(.w(calcw),.m(m)) u_comb(
            .rst    ( rst            ),
            .clk    ( clk            ),
            .cen    ( cen_in         ),
            .snd_in ( comb_data[k]   ),
            .snd_out( comb_data[k+1] )
        );
    end
endgenerate
reg [rate-1:0] inter_cnt;
always @(posedge clk) 
    if(rst) begin
        inter6 <= {calcw{1'b0}};
        inter_cnt <= { {(rate-1){1'b0}}, 1'b1};
    end else if(cen_out) begin
        inter6 <= inter_cnt[0] ? comb_op : {calcw{1'b0}};
        inter_cnt <= { inter_cnt[0], inter_cnt[rate-1:1] };
    end
generate
    genvar k2;
    reg [calcw-1:0] integ_data[0:n];
    assign integ_op = integ_data[n];
    always @(*)
        integ_data[0] = inter6;
    for(k2=1;k2<=n;k2=k2+1) begin : integ_gen
        always @(posedge clk) 
            if(rst) begin
                integ_data[k2] <= {calcw{1'b0}};
            end else if(cen_out) begin
                integ_data[k2] <= integ_data[k2] + integ_data[k2-1];
            end
    end
endgenerate
always @(posedge clk) 
    if(rst) begin
        snd_out <= {inw{1'b0}};
    end else if(cen_out) begin
        snd_out<= integ_op[calcw-1:wdiff];
    end
endmodule
==> impl_metrics.env <==
# source this file to load flow results
export IMPL_slew_viol_final=0
export IMPL_die_h_um=144.7
export IMPL_num_io_pins=36
export IMPL_finClkSkew_ns=0.007839
export IMPL_viasPerCell=5.215
export IMPL_avgSynthCellArea_um2=8.564
export IMPL_postCtsHoldBufs=0
export IMPL_fmax_mhz=277.7
export IMPL_grt_max_degree=60
export IMPL_setup_viol=0
export IMPL_critical_path_class="input pin to register"
export IMPL_powerDensity_nw_per_um2=227.7
export IMPL_clk_path_buf_depth=2
export IMPL_chipWidth_um=144.7
export IMPL_grt_overflow_total=0
export IMPL_leakage_nw=4.009
export IMPL_first_global_vias=6121
export IMPL_syn_area_um2=8144
export IMPL_fin_util_pct=47.32
export IMPL_drt_initial_drc_count=304
export IMPL_initCoreUtil_pct=41.30
export IMPL_num_fill_cells=1872
export IMPL_place_congestion=0.9112
export IMPL_cp_max_fo=3
export IMPL_grt_use_total_pct=17.05
export IMPL_status="completed"
export IMPL_clk_pin_slew_ns=0.06
export IMPL_place_area_um2=8692
export IMPL_firstDrtPassIters=6
export IMPL_ys_seq_elements=140
export IMPL_yosysUniqueCellTypes=69
export IMPL_root_buffer="clkbuf_16"
export IMPL_postSynthCellCount=951
export IMPL_maxCapViolCount=0
export IMPL_critPathLaunchType="input pin"
export IMPL_period_used_pct=47.39
export IMPL_grt_pass1_wl_um=28770
export IMPL_hold_ws_ns=0.4597
export IMPL_numPortBuffers=35
export IMPL_vias=6488
export IMPL_syn2layout_area_growth_pct=14.56
export IMPL_period_minus_slack_ns=3.601
export IMPL_routedWlPerCell_um=13.02
export IMPL_warnings=25
export IMPL_rows=51
export IMPL_dp_slack_ns=3.535
export IMPL_cts_buffers=17
export IMPL_cts_sinks=140
export IMPL_power_total_mw=2.124
export IMPL_cts_resized=0
export IMPL_hold_path_class="register to register"
export IMPL_async_flop_share_pct=0
export IMPL_die_area_um2=20940
export IMPL_hold_viol=0
export IMPL_post_cts_buffers=0
export IMPL_slew_limit_headroom_pct=48.10
export IMPL_ys_cells=951
export IMPL_yosys_warnings=5
export IMPL_ant_nets=0
export IMPL_insertion_delay_ns=0.41
export IMPL_final_setup_worst_slack_ns=3.999
export IMPL_worst_pin_slew_ns=0.7785
export IMPL_cts_tree="yes"
export IMPL_place_hpwl_um=11240
export IMPL_vdd_drop_max_mv=0.1353
export IMPL_tns_ns=0
export IMPL_core_area_um2=19720
export IMPL_yosys_area_um2=8144
export IMPL_ys_seq_share_pct=34.41
export IMPL_antenna_found_initial=0
export IMPL_drc_errors=0
export IMPL_wl_um=16190
export IMPL_ff_type="dfxtp_1"
export IMPL_drive_gt1_share_pct=5.414
export IMPL_fin_cells=1244
export IMPL_edf_count=0
export IMPL_end_kind="register"
export IMPL_worstPathArrival_ns=3.91
export IMPL_worstPathRequired_ns=7.91
export IMPL_dp_cells=1213
export IMPL_diodes=0
export IMPL_rsz0062_at_grt="no"
export IMPL_stdcell_area_um2=9330
export IMPL_htreeDepth=4
power by group:
group	total (mW)	internal [mW]	leakage, nW	switching [mW]
sequential	0.822	0.787	1.14	0.0351
clock	0.895	0.587	0.313	0.307
combinational	0.407	0.182	2.55	0.225
cells in the final DEF, fill, tap and decap left out, types with 7 or more instances in the layout:
master	instances
a31oi_1	13
inv_1	51
dfxtp_1	140
a211oi_1	13
a311o_1	7
o21ai_1	10
ha_1	67
mux2i_1	75
clkdlybuf4s50_1	32
a21o_1	36
nor3_1	20
xor2_1	10
a21oi_1	53
nand2_1	53
clkbuf_16	17
or3_1	7
nor2b_1	14
a22oi_1	17
xnor2_1	24
nor2_1	142
o21a_1	9
o21ai_0	19
nand3_1	23
buf_4	9
state kept, by name, summed over array words and instances, names as in the netlist:
register	flops
comb_gen.u_comb.mem	33
comb_gen.u_comb.snd_out	35
integ_data	36
inter6	18
inter_cnt	2
snd_out	16
Yosys cell counts (all sizes together), types with 7 or more instances:
| cell | instances | area (um^2) |
|---|---|---|
| nor2 | 142 | 533.0 |
| clkbuf | 24 | 91.33 |
| inv | 51 | 191.4 |
| nand2 | 53 | 198.9 |
| nor3 | 20 | 100.1 |
| o21ai | 31 | 162.7 |
| a21o | 36 | 270.3 |
| a211oi | 14 | 110.1 |
| a31oi | 13 | 81.33 |
| buf | 21 | 85.08 |
| o21a | 9 | 67.56 |
| nor2b | 14 | 87.58 |
| ha | 67 | 838.3 |
| a22oi | 17 | 127.6 |
| dfxtp | 140 | 2803 |
| xor2 | 10 | 87.58 |
| nand3 | 23 | 115.1 |
| a311o | 7 | 70.07 |
| or3 | 7 | 43.79 |
| a21oi | 55 | 282.8 |
| mux2i | 75 | 750.7 |
| xnor2 | 24 | 210.2 |
worst max-delay path, stage by stage:
cell	delay [ns]
clkdlybuf4s50_1	0.48
inv_1	0.05
ha_1	0.22
fa_1	0.38
nor2b_1	0.19
o31a_1	0.22
o21ai_2	0.10
o21ai_1	0.23
a31oi_1	0.17
mux2i_1	0.14
a31o_2	0.21
final timing paths:
path         slack, ns  cells past startpoint                             end                          start
max               4.00                     11  comb_gen[0].u_comb.snd_out[14]                      snd_in[0]
min reg2reg       0.46                      2   comb_gen[1].u_comb.snd_out[9]  comb_gen[1].u_comb.snd_out[9]
min               0.46                      2   comb_gen[1].u_comb.snd_out[9]  comb_gen[1].u_comb.snd_out[9]
max reg2reg       4.97                     10               integ_data[1][14]               integ_data[1][0]
per-layer routing:
metal  part of all wire [%]  vias to the layer above  GRT usage [%]
met2                     46                       75          28.09
met5                      0                        -              0
li1                       -                     3447              -
met4                    1.9                        0          3.213
met3                    2.3                       20          2.647
met1                     50                     2946          24.13
kinds of logic (layout without fill, tap and decap cells):
group | after synthesis | count (layout) | share of synthesized area (%)
buf+inv | 98 | 126 | 4.609
xor+xnor | 34 | 34 | 3.656
compound gates | 227 | 227 | 19.45
flops | 140 | 140 | 34.41
simple gates | 305 | 305 | 17.24
mux | 76 | 76 | 9.356
fa+ha+maj | 71 | 71 | 11.28
area by class of cell:
cell class | instances | area [um^2] | area share [%]
timing repair buffer | 42 | 392.9 | 4.211
inverter | 53 | 198.9 | 2.132
tap | 265 | 331.6 | 3.554
clock buffer | 19 | 442.9 | 4.747
clock inverter | 12 | 195.2 | 2.092
sequential | 140 | 2803 | 30.04
multi-input combinational | 713 | 4966 | 53.23
Power and IR drop assume default switching activity.
